[design/flow/design.v]
module vga_timing (clk, rst, HS, VS, pixel_x, pixel_y, last_column, last_row, blank);
    input logic clk;
    input logic rst;
    output logic HS;
    output logic VS;
    output logic [9:0] pixel_x;
    output logic [9:0] pixel_y;
    output logic last_column;
    output logic last_row;
    output logic blank;
    localparam X_MAX = 799;
    localparam Y_MAX = 520;
    localparam LAST_COLUMN_NUM = 639;
    localparam LAST_ROW_NUM = 479;
    localparam HS_LOW_COL_MIN = 656;
    localparam HS_LOW_COL_MAX = 751;
    localparam VS_LOW_COL_MIN = 490;
    localparam VS_LOW_COL_MAX = 491;
    localparam BLANK_FIRST_COL = 640;
    localparam BLANK_FIRST_ROW = 480;
    logic [9:0] x_reg, x_next, y_reg, y_next;
    logic pixel_en = 0;
    always_ff@(posedge clk)
        if (rst) begin
            pixel_en <= 0;
            x_reg <= 0;
            y_reg <= 0;
        end
        else begin
            pixel_en <= ~pixel_en;
            if (pixel_en) begin
                x_reg <= x_next;
                y_reg <= y_next;                
            end
        end
    assign x_next = (x_reg == 799) ? 0 : x_reg + 1;
    assign y_next = (x_reg == 799 && y_reg == 520) ? 0 :
                    (x_reg == 799) ? y_reg + 1 :
                    y_reg;
    assign pixel_x = x_reg;
    assign pixel_y = y_reg;
    assign last_column = (x_reg == 639);
    assign HS = ~(x_reg > 655 && x_reg < 752 );
    assign VS = ~(y_reg > 489 && y_reg < 492 );
    assign last_row = (y_reg == 479);
    assign blank = ~(x_reg < 640 && y_reg < 480 );
endmodule
[design/flow/run.sh]
#!/bin/bash
# OpenROAD 26Q1-2900-gdf79404cd8, Yosys 0.63+post, stock flow scripts
make -C /OpenROAD-flow-scripts/flow DESIGN_CONFIG=/design/flow/config.mk WORK_HOME=/design/flow/orfs finish
[design/flow/config.mk]
export PLATFORM = sky130hd
export DESIGN_NAME = vga_timing
export DESIGN_NICKNAME = vga_timing
export VERILOG_FILES = /design/flow/design.v
export SDC_FILE = /design/flow/constraint.sdc
export NUM_CORES = 4
export LEC_CHECK = 1
export CORE_AREA = 10 10 84 84
export DIE_AREA = 0 0 94 94
[design/flow/constraint.sdc]
current_design vga_timing

set clk_period 2.6
set clk_io_pct 0.2

create_clock -name clk0 -period $clk_period [get_ports {clk}]

set non_clock_inputs [all_inputs -no_clocks]
set_input_delay [expr $clk_period * $clk_io_pct] -clock clk0 $non_clock_inputs
set_output_delay [expr $clk_period * $clk_io_pct] -clock clk0 [all_outputs]
==> reports/results.ini <==
[status]
status = finished, final reports clean

[yosys]
syn_inst = 131
yosysTopAreaCell = dfxtp_1
yosysTopAreaCellShare_pct = 36.4
topCellsByArea = dfxtp_1 (36%), ha_1 (5.4%), xnor2_1 (5.3%)
synth_area_mm2 = 0.00116
synth_warnings = 1
ys_seq_share_pct = 36.4
ys_seq_elements = 21
ys_types = 41
ys_cells = 131
yosys_area_mm2 = 0.00116
syn_area_per_cell_um2 = 8.83

[grt]
grt_max_degree = 15
track_usage_pct = 7.26
grt_pass1_vias = 1017
grt_pass1_wl_mm = 5.31
grt_antenna_before_repair = 0
grt_overflow = 0

[floorplanning]
die_h_um = 94
coreArea_mm2 = 0.00520
fp-row-count = 26
fp.dieW_um = 94
ios = 27
fp_util_pct = 22.2
die_area_mm2 = 0.00884

[final_timing]
skew_ns = 0.00845
rsz0062_at_grt = false
setup-tns-final_ns = 0
finalCritPeriodShare_pct = 96.6
max_freq_mhz = 398
setup_viol_count_final = 0
maxSlewViolCount = 0
hold_violations = 0
slew_headroom_pct = 57.6
period_needed_ns = 2.51
setup_ws_ns = 0.0877
tightest_slew_ns = 0.631

[pwr]
ir_drop_mv = 0.143
cellLeakagePower_nw = 0.493
powerDensity_mw_per_mm2 = 375

[drt]
via_count = 1030
diodes = 0
dr.max_layer_used = met4
wirelength_mm = 3.12
drtIter0Drc = 59
wl_met1_mm = 1.57
dr.pass1.iters = 4
dr_wl_met2_mm = 1.43
dr_wl_met3_um = 110
drcViolationCount = 0
antenna_left = 0
wl_per_cell_um = 13.7
via_per_inst = 4.52

[worst_setup_path]
r2r_slack_ns = 0.54
cp_max_fo = 8
critPathKind = reg2out
crit_arrival_ns = 1.99
cp-end-kind = primary output
start_kind = register
cp.required_ns = 2.08

[clocking]
cts_tree = yes
h-tree-depth = 1
clk_pin_slew_ns = 0.08
cts-root-buf = clkbuf_8
cts_sinks = 21
ctsHoldBuffers = 0
cts.path.max_buffers = 2
cts_made_buffers = 3
insertion_delay_ns = 0.26

[place]
io_buffers = 26
dp.cells = 224
place_congestion = 0.802
place_area_mm2 = 0.00149
post-place-ws_ns = 0.358
dpl.hpwl_mm = 2.32

[run]
max-cap-violations = 0
tool_warnings = 28

[final_layout]
area_growth_syn_to_layout_pct = 33.2
drive_above_1_share_pct = 10.8
fillCellCount = 572
final_cells = 228
postLayoutCellArea_mm2 = 0.00154

[min_path]
hp-class = reg2reg

-- worst paths after layout --
path,from,end,depth (start not counted)
worst max-delay path,x_reg[4],HS,3
worst min register to register,x_reg[1],x_reg[1],2
worst max register to register,x_reg[0],y_reg[3],5
worst min-delay path,x_reg[1],x_reg[1],2
-- layer usage --
| metal | up-vias | global-route usage [%] |
|---|---|---|
| met2 | 13 | 11.8 |
| met4 | 0 | 0.633 |
| met5 | - | 0 |
| met1 | 478 | 10.1 |
| met3 | 2 | 1.53 |
| li1 | 537 | - |
-- synth_stat cells --
master / count
a31oi_1: 2
o21bai_1: 1
inv_1: 4
mux2i_1: 1
or3b_2: 1
buf_6: 1
nand4b_2: 1
nand3_1: 10
nor4b_1: 1
nand2_1: 6
buf_4: 1
nand4_2: 1
and4_1: 2
o41ai_1: 1
dfxtp_1: 21
clkbuf_1: 1
o21ai_0: 2
nand4_1: 3
nor4_1: 7
or2_1: 1
nor2_1: 14
a2111oi_1: 1
xnor2_1: 7
and3_1: 1
nor3b_1: 1
nand3b_1: 2
a21oi_1: 5
clkbuf_2: 2
and3_2: 1
nor3_1: 6
nand2b_1: 3
or4b_2: 2
or3_4: 1
or4_4: 1
or3_2: 1
xor2_1: 5
o211ai_1: 2
nand4bb_1: 1
or4b_1: 1
a311oi_1: 1
ha_1: 5
-- where the power goes --
part / internal (mW) / switching, mW / leakage [nW]
clock network: 0.107 / 0.114 / 0.0255
registers: 0.326 / 0.00670 / 0.170
logic: 0.0134 / 0.0107 / 0.297
total: 0.446 / 0.132 / 0.493
-- worst max-delay path, stage by stage (launching register included) --
cell and delay [ns]:
dfxtp_1 0.40, and3_2 0.24, or4b_2 0.66, clkdlybuf4s50_1 0.44
-- final cells by class --
class	count	area, µm²	area share [%]
Clock buffer	3	41.3	2.68
Clock inverter	1	5.00	0.325
Inverter	4	15.0	0.975
Multi-Input combinational cell	101	694	45.1
Sequential cell	21	422	27.4
Tap cell	70	87.6	5.69
Timing Repair Buffer	28	275	17.9
-- cells by family (layout without fill, tap and decap cells) --
logic type | count (synthesis) | in the layout | synth area share, %
AOI/OAI and AO/OA | 15 | 15 | 8.44
buffers and inverters | 9 | 36 | 4.11
xor gates and xnor gates | 12 | 12 | 9.09
DFF | 21 | 21 | 36.4
muxes | 1 | 1 | 0.866
and+or+nand+nor | 68 | 68 | 35.7
adders and majority gates | 5 | 5 | 5.41
-- what timing repair did --
| item | 4_1_cts | 5_1_grt |
|---|---|---|
| setup endpoints to repair | 0 | 1 |
| resized | 0 | 2 |
| buffers inserted | 0 | 0 |
-- layout by cell type (no fill, tap or decap), drive strengths merged --
master and n:
xnor2 7, or3 2, nand3 10, a311oi 1, nand2 6, or4 1, nor2 14, clkbuf 3
o41ai 1, o21bai 1, a21oi 5, nand3b 2, a2111oi 1, xor2 5, o211ai 2, nand4b 1
and3 2, and4 2, nor3b 1, or3b 1, dfxtp 21, mux2i 1, nor4b 1, or2 1
nor3 6, or4b 3, nand2b 3, o21ai 2, clkinv 1, inv 4, ha 5, nand4bb 1
buf 2, a31oi 2, nand4 4, clkdlybuf4s50 26, nor4 7
-- metrics by stage --
stage | hold slack [ns] | total power, mW | util [%]
floorplan | 0.458 | 0.350 | -
global placement | 0.489 | 0.365 | 28.6
detailed placement | 0.500 | 0.365 | 28.6
CTS | 0.516 | 0.583 | 29.4
global route | 0.557 | 0.600 | 29.6
finish | 0.515 | 0.578 | 29.6
No activity file was given, so power comes from the tool's default toggle rates.
