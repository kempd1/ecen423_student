**flow/config.mk**
```make
export PLATFORM = sky130hd
export DESIGN_NAME = tx
export DESIGN_NICKNAME = tx
export VERILOG_FILES = /design/flow/design.v
export SDC_FILE = /design/flow/constraint.sdc
export NUM_CORES = 4
export LEC_CHECK = 1
export CORE_AREA = 10 10 108 108
export DIE_AREA = 0 0 118 118
```
**flow/constraint.sdc**
```tcl
current_design tx

set clk_period 2.8
set clk_io_pct 0.2

create_clock -name clk0 -period $clk_period [get_ports {clk}]

set non_clock_inputs [all_inputs -no_clocks]
set_input_delay [expr $clk_period * $clk_io_pct] -clock clk0 $non_clock_inputs
set_output_delay [expr $clk_period * $clk_io_pct] -clock clk0 [all_outputs]
```
**flow/design.v**
```verilog
module tx(clk, din, send, odd, tx_out, busy);
	parameter CLK_FREQUECY = 100000000;
    parameter BAUD_RATE = 19200;
    parameter INCORRECT_PARITY = 0;    
    parameter INCORRECT_BIT_ORDER = 0;     
    parameter INCORRECT_BAUD_RATE_MULTIPLIER = 1;   
	input logic clk, send, odd;
	input logic [7:0] din;
	output logic  busy;
	output logic tx_out;
    function integer clogb2;
        input [31:0] value;
        begin
            value = value - 1;
            for (clogb2 = 0; value > 0; clogb2 = clogb2 + 1) begin
                value = value >> 1;
            end
        end
    endfunction
	localparam BIT_COUNTER_MAX_VAL = INCORRECT_BAUD_RATE_MULTIPLIER * CLK_FREQUECY / BAUD_RATE - 1;
	localparam BIT_COUNTER_BITS = clogb2(BIT_COUNTER_MAX_VAL);
	localparam IDLE = 3'b000;
    localparam LOAD = 3'b001;
    localparam COUNT = 3'b010;
    localparam SHIFT = 3'b011;
    localparam WAIT = 3'b100;
    reg [BIT_COUNTER_BITS-1:0] baud_counter = 0;
    reg [3:0] bit_counter = 0;
    reg [9:0] shift_register = 10'b111111111;
    reg [2:0] state = IDLE;
    reg [2:0] next_state;
    reg Load, ResetCounter, ResetTimer, EnableTimer, Shift, NextBit;
    wire LastCycle, LastBit;
    wire ParityBit;
    always@(posedge clk)
        if (ResetTimer == 1'b1)
            baud_counter <= 0;
        else if (EnableTimer == 1'b1)
            baud_counter <= baud_counter + 1;
    assign LastCycle = (baud_counter == BIT_COUNTER_MAX_VAL) ? 1'b1 : 1'b0;
	always@(posedge clk)
	   if (ResetCounter == 1'b1)
	       bit_counter <= 0;
	   else if (NextBit == 1'b1)
	       bit_counter <= bit_counter + 1;
	assign LastBit = (bit_counter == 10) ? 1'b1 : 1'b0;
    assign ParityBit = (^din)^(odd)^INCORRECT_PARITY;
	always@(posedge clk)
		if (Load == 1'b1)
		    if (INCORRECT_BIT_ORDER)  
    			shift_register <= {ParityBit,{din[0],din[1],din[2],din[3],din[4],din[5],din[6],din[7]},1'b0};
		    else  
    			shift_register <= {ParityBit,din,1'b0};
		else if (Shift == 1'b1)
			shift_register <= {1'b1,shift_register[9:1]};
    assign tx_out = shift_register[0];
	always @(posedge clk)
	begin
       state <= next_state;
	end
	always @(*)
	begin
		Load = 1'b0;
		busy = 1'b1;
	    ResetCounter = 1'b0;
	    ResetTimer = 1'b0;
        EnableTimer = 1'b0;
	    Shift = 1'b0;
	    NextBit = 1'b0;
		next_state = state;
		case(state)
			IDLE: begin
				busy = 1'b0;
				if (send == 1'b1) begin
					next_state = LOAD;
			        Load = 1'b1;
				end
			end
			LOAD: begin
			    ResetCounter = 1'b1;
			    ResetTimer = 1'b1;
			    next_state = COUNT;
		    end
            COUNT: begin
                EnableTimer = 1'b1;
				if (LastCycle == 1'b1) begin
					next_state = SHIFT;
				end
			end
			SHIFT: begin
			    Shift = 1'b1;
			    ResetTimer = 1'b1;
			    NextBit = 1'b1;
				if (LastBit == 1'b1)
					next_state = WAIT;
				else
				    next_state = COUNT;
			end
			WAIT:
				if (send == 1'b0)
					next_state = IDLE;
            default: begin
				next_state = IDLE;
			end
		endcase
	end
endmodule
```
**flow/run.sh**
```bash
#!/bin/bash
# OpenROAD 26Q1-2900-gdf79404cd8, Yosys 0.63+post, stock flow scripts
make -C /OpenROAD-flow-scripts/flow DESIGN_CONFIG=/design/flow/config.mk WORK_HOME=/design/flow/orfs finish
```
==> job_summary.md <==
## Synthesis and layout report

| Metric | Value |
|---|---|
| Outcome | completed |
| Synth area leaders | dfxtp_1 (25%), edfxtp_1 (25%), a22o_1 (5.4%) |
| Fa+ha+maj area frac | 0.0256 |
| FFs w/ async S/R, synth | 0 |
| GRT Resource Usage Total | 0.0421 |
| Area of the mapped netlist | 1470 sq um |
| RSZ-0062 raised after global routing | false |
| Mux frac, synth | 0 |
| Worst hold path class | flip-flop to flip-flop |
| Critical path type | flip-flop to output port |
| PwrDens | 858 nW/um^2 |
| Final period utilization | 0.765 |
| Initial antenna violation count | 0 |
| Worst slew margin | 0.750 |
| Final TNS setup | 0 ns |
| Most numerous logic cell after layout | dfxtp_1 |
| CTS tree | yes |
| Startpoint types | flip-flop |
| Post-CTS sizing | 0 |
| H-tree depth | 2 |
| Pin count of the biggest net entering global routing | 13 |
| Die x size | 118 microns |
| Number of global-route vias before repair | ~1,000 |
| DR iter-0 viols | 58 |
| Area post-placement | 1750 sq um |
| Met2 usage in global routing | 0.0587 |
| Crit-path max FO | 11 |
| R2R Setup Slk | ~1.0 ns |
| Yosys cell types | 35 |
| Critical Path RT | about 2.2 ns |
| Mapped Avg Cell Area | about 10 sq um |
| Placed Cells incl. Taps | 282 |
| Vias | around 1,100 |
| Die ar. | 13,900 sq um |
| Avg WL per Cell | around 9.9 microns |
| Area growth, synth to finish | 25.1% |
| GR Util met3 | 0.0194 |
| DRC viols | 0 |
| First-pass GRT wire length | roughly 5.1 mm |
| Util after Layout | 0.198 |
| Clock Tree Root | clkbuf_8 |
| Layout cells sized above 1 | 0.0994 |
| Clk slew on worst S/H paths | 0.06 ns |
| CP Cell Sequence | inv_1 -> nand2_1 -> clkdlybuf4s50_1 |
| Clock Path Buffers | 2 |
| DR vias/cell | about 3.7 |
| Synth Area in XOR/XNOR | 0.0988 |
| Layout Cells excl Fill | slightly below 300 |
| Max-area cell share | 0.245 |
| Worst EP arrival | about 1.6 ns |
| Diodes inserted | 0 |
| IO Port Bufs | 12 |
| CTS sink cnt | 30 |
| Num CTS Buffers | 5 |
| CP peak stage delay | 0.54 ns |
| Die Y | roughly 120 microns |
| Worst Skew | between 0.002 and 0.0025 ns |
| Tool warnings | 26 |
| Synth warn | 15 |
| GRT met1 Usage | 0.0603 |
| CP bufs+invs | 2 |
| Min Tclk post-route | about 2.1 ns |
| CP max-delay cell | edfxtp_1 |
| # hold bufs at CTS | 0 |
| Post-CTS Setup Repair Bufs | 0 |
| CP endpoint kind | output port |
| EDFF count, synth | 12 |
| Max Cap Viol | 0 |
| Antenna-violating nets left | 0 |
| Most frequent cells in the layout | dfxtp_1 (18), nand2_1 (15), nor2_1 (14) |
| Detailed Place HPWL | about 2.0 mm |
| Gp weighted congestion | slightly above 0.8 |
| Pleak | 0.657 nW |
| Fillers | between 1,000 and 1,500 |
| Most Crowded Layer GR | met1 |
| Flops after synth | 30 |
| Cell count after synthesis | between 100 and 150 |
| Yosys top cell by area | dfxtp_1 |
| Yosys aoi share | 0.137 |
| Max frequency | about 470 MHz |
| Simple-gate area share of the yosys netlist | 0.221 |
| First-pass detailed-route iteration total | 4 |
| Comb area leader | simple AND/OR/NAND/NOR gates |
| Synthesis area per yosys | about 1500 sq um |
| DRT Wirelength | ~2.9 mm |
| Total grt overflow | 0 |
| Least-Margin Pin Slew | 0.376 ns |
| Yosys Instances | around 140 |
| Finish-stage setup viols | 0 |
| Top_reg_cell synth | dfxtp_1 |
| Placeable Area | 9280 sq um |
| Final hold violation count | 0 |
| Clk latency late pin | 0.27 ns |
| Delay-heaviest family, CP | buffers and inverters |
| Final instance area | 1840 sq um |
| FP Util | 0.158 |
| Slew Viols, Final | 0 |
| Row count | 35 |
| Seq/Total Area, Yosys | 0.491 |
| Ports | 13 |
| Maximum vdd drop | between 200 and 250 uV |
## cell families (layout without fill, tap and decap cells)
family,after synthesis,count (layout)
flops,30,30
simple gates,59,59
fa+ha+maj,3,3
compound gates,29,29
buf+inv,8,25
xor+xnor,15,15
## power by group
part           switching (W)  internal (W)
sequential          0.000115      0.000635
combinational       0.000259      0.000218
clock               0.000152      0.000198
total               0.000526       0.00105
## state kept, by name (all words and copies together) (netlist names)
| register | count |
|---|---|
| baud_counter | 13 |
| bit_counter | 4 |
| state | 3 |
| shift_register | 10 |
## layer usage
layer  up-vias  wire length, microns
li1        551                     -
met1       500                  1490
met2        21                  1170
met3         2                   200
met4         0                     8
met5         -                     0
## synthesized netlist by cell type, types with 3 or more instances
master,number
xor2_1,5
nand3_1,5
dfxtp_1,18
a22o_1,9
nor3_1,3
o21ai_0,7
ha_1,3
nand2_1,15
edfxtp_1,12
nand4_1,4
xnor2_1,9
a21oi_1,5
nor2_1,14
nor2b_1,3
## final timing paths
| path | start | to | depth (start not counted) |
|---|---|---|---|
| worst max-delay path | state[1] | busy | 3 |
| worst min-delay path | shift_register[0] | shift_register[0] | 2 |
| worst max register to register | state[2] | shift_register[6] | 3 |
| worst min register to register | shift_register[0] | shift_register[0] | 2 |
## worst min-delay path, stage by stage, from the launching register on
cell     delay, ns
dfxtp_1       0.31
nand2_1       0.05
a21oi_1       0.05
## area by class of cell
cell class / count / area [sq um] / area share
Timing Repair Buffer: 15 / 143 / 0.0776
Tap cell: 129 / 161 / 0.0878
Clock inverter: 1 / 5.00 / 0.00272
Inverter: 2 / 7.51 / 0.00408
Multi-Input combinational cell: 106 / 714 / 0.389
Sequential cell: 30 / 721 / 0.392
Clock buffer: 7 / 86.3 / 0.0470
## metrics by stage
step | setup slack [ns] | hold WS [ns] | power [W]
after floorplan | 1.17 | 0.422 | 0.00108
after global placement | 0.624 | 0.451 | 0.00123
final | 0.657 | 0.457 | 0.00158
after global routing | 0.538 | 0.500 | 0.00170
after detailed placement | 0.618 | 0.451 | 0.00123
after CTS | 0.629 | 0.462 | 0.00160
Power figures rest on the tool's default switching activity, not on a simulated workload.
